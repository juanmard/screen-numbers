### design/flow/run.sh
#!/bin/bash
# OpenROAD 26Q1-2900-gdf79404cd8, Yosys 0.63+post, stock flow scripts
make -C /OpenROAD-flow-scripts/flow DESIGN_CONFIG=/design/flow/config.mk WORK_HOME=/design/flow/orfs finish
### design/flow/config.mk
export PLATFORM = sky130hd
export DESIGN_NAME = sound_controller
export DESIGN_NICKNAME = sound_controller
export VERILOG_FILES = /design/flow/design.v
export SDC_FILE = /design/flow/constraint.sdc
export NUM_CORES = 4
export LEC_CHECK = 1
export CORE_AREA = 10 10 108 108
export DIE_AREA = 0 0 118 118
### design/flow/constraint.sdc
current_design sound_controller

set clk_period 2.8
set clk_io_pct 0.2

create_clock -name clk0 -period $clk_period [get_ports {clk}]

set non_clock_inputs [all_inputs -no_clocks]
set_input_delay [expr $clk_period * $clk_io_pct] -clock clk0 $non_clock_inputs
set_output_delay [expr $clk_period * $clk_io_pct] -clock clk0 [all_outputs]
### design/flow/design.v
module sound_controller (
                input wire       clk,           
                input wire       mute,          
                input wire [2:0] code_sound,    
                output wire      sound          
             );
    parameter [1:0] ping = 2'b10;
    parameter [1:0] pong = 2'b01;
    parameter [1:0] go   = 2'b11;
    parameter [1:0] stop = 2'b00;
    reg [31:0] counter = 0;
    reg [4:0] frec = 10;
    reg [31:0] duration;
    always @(posedge clk)
    begin
        counter = counter + 1;
			case (code_sound)
				ping:
                    begin
                        frec <= 13;
                    end
				pong:
                    begin
                        frec <= 14;
                    end
			 	go:
                    begin
                        frec <= 12;
                    end
				stop:
                    begin
                        frec <= 15;
                    end
			endcase
    end
    always @(posedge counter[frec])
    begin
            if (duration < 2000)
            begin
                sound <= ~sound;
                duration <= duration + 1;
            end
            else
                duration <= 0;
    end
endmodule
==> impl_metrics.csv <==
group,metric,value,unit
status,status,"completed",
clock_tree,clk-insertion-delay-late,0.25,ns
synthesis,syn_inst,153,
placed_design,dp.cells,304,
drt,first_pass_iters,4,
worst_setup_path,critical_path_required,2.98,ns
clock_tree,cts_max_path_buffers,2,
clock_tree,cts_setup_buffers,0,
sta,setup_ws,1.47,ns
power_and_ir_drop,power_frac_seq,59.6,%
power_and_ir_drop,total_leakage_power,0.728,nW
sta,worst-slew-pin-transition,0.574,ns
final_layout,stdcell_area,0.00208,sq mm
drt,ant_nets,0,
synthesis,async_flop_share,0,%
sta,hold_ws,0.415,ns
sta,clock.fmax,752,MHz
synthesis,synth-edff-count,4,
synthesis,ys_sh_mux,3.19,%
floorplanning,initCoreUtil,19.0,%
sta,min_period,1.33,ns
final_layout,layout.cells.non_filler,308,
clock_tree,cts_tree,"yes",
power_and_ir_drop,power_density,230,mW/mm^2
synthesis,ys_ff,52,
worst_setup_path,cp_data_arrival_time,1.51,ns
power_and_ir_drop,irDropWorstVdd,328,uV
final_layout,drive_above_1_share,7.26,%
power_and_ir_drop,p_comb_share,2.2,%
floorplanning,fp.dieH,118,microns
sta,timing.final.crit_share,47.5,%
floorplanning,coreArea,0.00928,sq mm
sta,untimed_endpoints,14,
sta,setup_tns,0,ns
clock_tree,cts_buffers,3,
power_and_ir_drop,internal_power,0.387,mW
synthesis,ys_cells,153,
sta,slew_viol_final,0,
drt,wl_met3,37,microns
grt,first_global_vias,999,
grt,grt_max_degree,34,
synthesis,aoi_share,5.53,%
sta,hold_viol,0,
clock_tree,path_clk_slew,0.07,ns
drt,top_layer,"met4",
drt,drc_errors,0,
drt,routed_wl,2200,microns
synthesis,ys_sh_adder,1.42,%
drt,wl_met2,925,microns
synthesis,ys_warn_count,2,
floorplanning,dieWidth,118,microns
drt,wl_per_cell,7.16,microns
synthesis,synthTopLogicFamily,"simple AND/OR/NAND/NOR gates",
floorplanning,std_cell_rows,35,
synthesis,ys_seq_share,61.2,%
placed_design,routabilityCongestion,0.727,
clock_tree,post_cts_resized,0,
final_layout,lay_top_cells,"48 x dfxtp_1, 22 x conb_1, 10 x nand3_1",
sta,rsz0062_at_grt,"no",
sta,max_slew_margin,61.6,%
floorplanning,ios,6,
synthesis,top_cell_area_share,54.4,%
drt,antenna_cells_inserted,0,
synthesis,avgSynthCellArea,11.5,sq um
clock_tree,cts-root-buf,"clkbuf_8",
synthesis,synth.cellmix.simpleShare,17.5,%
final_layout,fillers,1005,
floorplanning,dieArea,0.0139,sq mm
synthesis,syn-cell-area,0.00177,sq mm
placed_design,place_area,0.00204,sq mm
sta,finClkSkew,0.00674,ns
grt,grt.total_usage,3.35,%
flow_run,log.warning_count,26,
grt,grt_overflow,0,
placed_design,dp_hpwl,1680,microns
final_layout,lay_top_count,"dfxtp_1",
final_layout,syn_to_final_growth,17.9,%
synthesis,synth-main-ff-cell,"dfxtp_1",
clock_tree,holdBufCountCts,0,
worst_setup_path,endpoint_kind,"register",
power_and_ir_drop,switching_power,0.0907,mW
drt,drt_iter0_markers,24,
synthesis,largest_area_cell,"dfxtp_1",
sta,unclocked_regs,33,
placed_design,port_buffers,4,
synthesis,ys_chip_area,0.00177,sq mm
clock_tree,htreeDepth,1,
flow_run,drv_cap,0,
grt,grt_pass1_wl,4300,microns
worst_hold_path,hold_path.class,"reg2reg",
placed_design,place_ws,1.37,ns
power_and_ir_drop,p_sw_share,19.0,%
worst_setup_path,crit_type,"reg2reg",
synthesis,synth.distinct_cells,28,
synthesis,synth-xor-area-share,8.43,%
drt,wl_met1,1210,microns
sta,setup_viol,0,
synthesis,top_cells_by_area,"dfxtp_1 54%, edfxtp_1 6.8%, xor2_1 4.5%",
grt,antenna_found_initial,0,
drt,via_per_inst,3.46,
power_and_ir_drop,p_clk_share,38.2,%
worst_setup_path,setup.worst_path.start_class,"register",
worst_setup_path,path_max_fanout,6,
drt,route.vias.total,1065,
[cell families after synthesis]
group / count (synthesis)
compound gates: 13
xor+xnor: 17
fa+ha+maj: 2
buf+inv: 10
flops: 52
mux: 3
other cells: 2
simple gates: 54
[final cells by class]
cell class / instances / area [sq um] / share of cell area [%]
Inverter: 7 / 26.3 / 1.26
Clock inverter: 1 / 5.00 / 0.240
Sequential cell: 52 / 1080 / 51.9
Timing Repair Buffer: 5 / 47.5 / 2.28
Multi-Input combinational cell: 111 / 719 / 34.6
Clock buffer: 3 / 41.3 / 1.98
Tap cell: 129 / 161 / 7.75
[worst max-delay path, stage by stage (launching register included)]
cell     delay [ns]
dfxtp_1        0.42
nand4_1        0.26
nor4_1         0.41
xor2_1         0.17
[stage by stage]
stage | power (mW) | util (%)
2_1_floorplan | 0.296 | -
3_3_place_gp | 0.301 | 21.9
3_5_place_dp | 0.302 | 21.9
4_1_cts | 0.487 | 22.4
5_1_grt | 0.501 | 22.4
6_report | 0.478 | 22.4
[worst paths after layout]
| kind | from | endpoint | slack [ns] | depth (start not counted) |
|---|---|---|---|---|
| hold / removal | counter[0]$_DFF_P_ | counter[0]$_DFF_P_ | 0.42 | 1 |
| setup / recovery | counter[3]$_DFF_P_ | counter[15]$_DFF_P_ | 1.47 | 3 |
| setup reg to reg | counter[3]$_DFF_P_ | counter[15]$_DFF_P_ | 1.47 | 3 |
| hold reg to reg | counter[0]$_DFF_P_ | counter[0]$_DFF_P_ | 0.42 | 1 |
[per-layer routing]
| layer | vias up | GRT usage (%) |
|---|---|---|
| li1 | 580 | - |
| met4 | 0 | 0.464 |
| met3 | 4 | 0.486 |
| met5 | - | 0 |
| met2 | 7 | 5.10 |
| met1 | 474 | 5.03 |
[power by group through the flow]
stage     Combinational, mW  Clock, mW  Sequential, mW
6_report             0.0104      0.183           0.285
5_1_grt              0.0130      0.202           0.286
4_1_cts              0.0107      0.191           0.285
[registers in the layout, summed over array words and instances, names as in the netlist]
signal    count
counter      16
frec          3
duration     32
sound         1
[synthesized netlist by cell type (2+ instances only)]
cell	instances
mux4_2	2
buf_2	2
o21ai_0	4
nand3_1	10
o31ai_1	2
nor3_1	9
inv_1	7
conb_1	2
xnor2_1	8
nor2_1	4
nor4_1	7
edfxtp_1	4
a211oi_2	2
dfxtp_1	48
nand4_1	8
xor2_1	9
a211oi_1	4
or3_2	2
or3_1	2
ha_1	2
nand2_1	7
or4_1	2
Power and IR drop assume default switching activity.
